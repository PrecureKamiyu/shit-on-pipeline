`flow/config.mk`:
```
export PLATFORM = sky130hd
export DESIGN_NAME = display
export DESIGN_NICKNAME = display
export VERILOG_FILES = /design/flow/design.v
export SDC_FILE = /design/flow/constraint.sdc
export NUM_CORES = 4
export LEC_CHECK = 1
export CORE_UTILIZATION = 40
```
`flow/constraint.sdc`:
```
current_design display

set clk_period 4.2
set clk_io_pct 0.2

create_clock -name clk0 -period $clk_period [get_ports {clk}]

set non_clock_inputs [all_inputs -no_clocks]
set_input_delay [expr $clk_period * $clk_io_pct] -clock clk0 $non_clock_inputs
set_output_delay [expr $clk_period * $clk_io_pct] -clock clk0 [all_outputs]
```
`flow/design.v`:
```
module display(
    input wire        clk,
    input wire        rst,
    input wire [31:0] data,
    input wire        data_en,
    output reg [7:0]  led_en,
    output reg [7:0]  led_cx
    );
    reg [31:0]        cnt;
    reg [4:0]         cx;
    reg [31:0]        mydata;
    parameter T = 32'd199999; 
    parameter n0=8'b1_1000000,n1=8'b1_1111001,n2=8'b1_0100100,n3=8'b1_0110000,n4=8'b1_0011001,
        n5=8'b1_0010010,n6=8'b1_0000010,n7=8'b1_1111000,n8=8'b1_0000000,n9=8'b1_0011000,n10=8'b1_0001000,n11=8'b1_0000011,n12=8'b1_0100111,n13=8'b1_0100001,n14=8'b1_0000110,n15=8'b1_0001110;
    always @(posedge clk or posedge rst) begin
        if(rst) mydata<=0;
        else if(data_en) mydata<=data;
             else mydata<=mydata;
    end
    always @(posedge clk or posedge rst) begin 
        if(rst) cnt<=0;
        else if(cnt == T) cnt <= 0;
             else cnt <= cnt + 1'd1;
    end
    always @(posedge clk or posedge rst) begin
        if(rst) led_en<=8'b1111_1111;
        else if(led_en == 8'b1111_1111) led_en<=8'b1111_1110;
             else if(cnt == T) led_en<={led_en[6:0], led_en[7]};
                  else  led_en <=led_en;
    end
    always @(led_en) begin
        case(led_en)
            8'b1111_1110:cx = mydata[0]+mydata[1]*2+mydata[2]*4+mydata[3]*8;   
            8'b1111_1101:cx = mydata[4]+mydata[5]*2+mydata[6]*4+mydata[7]*8;
            8'b1111_1011:cx = mydata[8]+mydata[9]*2+mydata[10]*4+mydata[11]*8;
            8'b1111_0111:cx = mydata[12]+mydata[13]*2+mydata[14]*4+mydata[15]*8;
            8'b1110_1111:cx = mydata[16]+mydata[17]*2+mydata[18]*4+mydata[19]*8;
            8'b1101_1111:cx = mydata[20]+mydata[21]*2+mydata[22]*4+mydata[23]*8;
            8'b1011_1111:cx = mydata[24]+mydata[25]*2+mydata[26]*4+mydata[27]*8;
            8'b0111_1111:cx = mydata[28]+mydata[29]*2+mydata[30]*4+mydata[31]*8;
            default:cx=5'd0;
        endcase
    end
    always @(*) begin
        case(cx)
            5'd0:led_cx=n0;
            5'd1:led_cx=n1;
            5'd2:led_cx=n2;
            5'd3:led_cx=n3;
            5'd4:led_cx=n4;
            5'd5:led_cx=n5;
            5'd6:led_cx=n6;
            5'd7:led_cx=n7;
            5'd8:led_cx=n8;
            5'd9:led_cx=n9;
            5'd10:led_cx=n10;
            5'd11:led_cx=n11;
            5'd12:led_cx=n12;
            5'd13:led_cx=n13;
            5'd14:led_cx=n14;
            5'd15:led_cx=n15;
            default:led_cx=n0;
        endcase
    end
endmodule
```
`flow/run.sh`:
```
#!/bin/bash
# OpenROAD 26Q1-2900-gdf79404cd8, Yosys 0.63+post, stock flow scripts
make -C /OpenROAD-flow-scripts/flow DESIGN_CONFIG=/design/flow/config.mk WORK_HOME=/design/flow/orfs finish
```
==> impl_metrics.ini <==
; implementation run metrics
[logic_synthesis]
avgSynthCellArea_sq_um = 11.5
synth-edff-count = 0
yosys_warnings = 1
syn_area_sq_mm = 0.00360
aoi_share_pct = 6.19
synthArstFlopShare_pct = 100
top_area_share_pct = 44.5
synth_seq_share_pct = 50.3
adder_share_pct = 2.43
simple_gate_area_share_pct = 17.8
ys_chip_area_sq_mm = 0.00360
ys_types = 50
ys_ff = 72
synth_cells = 314
xor_share_pct = 7.06
top_area_cell = dfrtp_1
muxShareOfSynthArea_pct = 14.0
yosys_cells = 314
area_leaders = dfrtp_1, mux2_2, dfstp_2
ff_type = dfrtp_1
synth.logic.top_family = simple AND/OR/NAND/NOR gates

[power_and_ir_drop]
leakagePower_nw = 1.96
peakVddDrop_mv = 0.190
swShare_pct = 20.5
clkPwrFrac_pct = 43.8
pwr-share-seq_pct = 50.3
combinationalPowerShare_pct = 5.9
p_int_mw = 1.17
power_density_mw_per_mm2 = 319
switching_power_uw = 303

[timing]
hold_violations = 0
slew_violations = 0
fin_crit_sh_pct = 96.0
max_freq_mhz = 248
fin_crit_ns = 4.03
tightest_slew_ns = 0.743
fin_skew_ns = 0.00839
setup_violations = 0
relSlewSlack_pct = 50.3
fin_ws_ns = 0.168

[drt]
antennaDiodeCount = 0
post_drt_via_cell_ratio = 5.21
wl_per_cell_um = 15.5
routed_wl_mm = 7.54
firstDrtPassIters = 4
drc = 0
antenna_left = 0
vias = 2543
drt_iter0_drc = 88

[floorplanning]
fp_util_pct = 41.3
rows = 34
io-pin-count = 51
core_area_sq_mm = 0.00872
chip_area_sq_mm = 0.00938
die_h_um = 96.8
die_w_um = 96.8

[cts]
cts-root-buf = clkbuf_8
cts_made_buffers = 9
clkLatencyLatePin_ns = 0.34
htreeDepth = 3
path_clk_slew_ns = 0.08
cts_tree = built
clock_sinks = 72
max-clock-path-buffers = 2

[placed_design]
io_buffers = 49
dp_hpwl_mm = 5.08
gp_congestion = 0.829
pre_cts_ws_ns = 0.139
dpl.cell_count = 464
place_area_sq_mm = 0.00421

[cells_and_area]
drive_gt1_share_pct = 22.6
final_area_sq_mm = 0.00462
mostFrequentLayoutCell = dfrtp_1
area_delta_synth_final_pct = 28.4
lay_top_cells = dfrtp_1, clkdlybuf4s50_1, mux2_2
instances_no_fill = 488
fin_util_pct = 53.0

[global_routing]
grtUsageTotal_pct = 17.2
grt_max_degree = 46
antenna_found_initial = 0
grt_pass1_wl_mm = 12.6
grt_overflow = 0
grt_pass1_vias = 2447

[job]
openroad.warnings = 30
cap_violations = 0

[setup_path]
cp_max_fo = 7
required_ns = 3.36
cp-start-kind = flop
arrival_ns = 3.19
critPathCaptureType = output port
worstSetupPathType = flop to output port

[hold_path]
hold_class = flop to flop

[outcome]
status = complete, no violations
[final timing paths]
kind / from / to / slack (ns) / cells past startpoint
max in group asynchronous: rst / led_en[1] / 2.34 / 3
min in group asynchronous: rst / cnt[25] / 0.87 / 2
worst min-delay path: cnt[25] / cnt[25] / 0.50 / 1
worst max register to register: cnt[0] / led_en[4] / 1.83 / 7
worst min register to register: cnt[25] / cnt[25] / 0.50 / 1
worst max-delay path: led_en[7] / led_cx[3] / 0.17 / 10
[synthesized netlist by cell type (4+ instances only)]
master     n
a22o_1     4
a22oi_1    4
buf_1      4
clkbuf_1   4
dfrtp_1   64
dfstp_2    8
ha_1       7
inv_1      6
mux2_1     6
mux2_2    32
mux2i_1    6
nand2_1   29
nand3_1   11
nand3b_1   7
nand4_1    5
nor2_1    24
nor2b_1    4
nor3_1     4
nor4_1     9
o21ai_0    5
xnor2_1   12
xor2_1    17
[power by group through the flow]
stage | sequential, mW | clock, mW | combinational [mW]
4_1_cts | 0.742 | 0.668 | 0.0893
6_report | 0.742 | 0.647 | 0.0869
5_1_grt | 0.747 | 0.693 | 0.0956
[state kept, by name, summed over array words and instances, names as in the netlist]
register and cells:
mydata 32, led_en 8, cnt 32
[what timing repair did]
item,in CTS,in global routing
resized,10,7
endpoints found under the setup margin,3,3
buffers inserted,4,5
pin swaps,2,4
hold buffers,0,0
[kinds of logic after synthesis]
group	after synthesis
flip-flops	72
AND-OR/OR-AND	29
buffers and inverters	18
AND/OR/NAND/NOR	113
adder cells (fa/ha/maj)	7
XOR/XNOR	29
other	1
multiplexers	45
[area by class of cell]
| cell class | instances | area [sq um] |
|---|---|---|
| clock inverter | 5 | 106 |
| inverter | 7 | 26.3 |
| tap | 108 | 135 |
| multi-input combinational | 224 | 1820 |
| fill | 745 | 4100 |
| clock buffer | 10 | 128 |
| timing repair buffer | 62 | 593 |
| sequential | 72 | 1810 |
[routing by layer]
metal,vias to the layer above,share of wire [%],track usage (%)
li1,1257,-,-
met1,1231,48,27.2
met2,50,45,25.6
met3,5,5.9,4.85
met4,0,0.78,1.26
met5,-,0,0
[stage by stage]
step / hold slack, ns / power [mW] / setup TNS [ns]
2_1_floorplan: 0.447 / 0.796 / 0
6_report: 0.497 / 1.48 / 0
3_3_place_gp: 0.465 / 0.843 / 0
5_1_grt: 0.517 / 1.54 / -0.00268
3_5_place_dp: 0.483 / 0.843 / 0
4_1_cts: 0.500 / 1.50 / 0
[critical path, cell delays in order, from the launching register on]
cell             delay (ns)
dfstp_2                0.60
nand4_4                0.21
nor4_4                 0.39
a222oi_1               0.17
nand3_2                0.13
inv_1                  0.11
ha_4                   0.31
nor2_1                 0.04
mux2_1                 0.29
o21ai_1                0.13
clkdlybuf4s50_1        0.46
Power figures rest on the tool's default switching activity, not on a simulated workload.
